--- ./config.mk ---
export PLATFORM = sky130hd
export DESIGN_NAME = mux_8to1_vector
export DESIGN_NICKNAME = mux_8to1_vector
export VERILOG_FILES = /design/flow/design.v
export SDC_FILE = /design/flow/constraint.sdc
export NUM_CORES = 4
export LEC_CHECK = 1
export CORE_AREA = 10 10 72 72
export DIE_AREA = 0 0 82 82
--- ./constraint.sdc ---
current_design mux_8to1_vector

set clk_period 3.4
set clk_io_pct 0.2

create_clock -name clk0 -period $clk_period

set non_clock_inputs [all_inputs -no_clocks]
set_input_delay [expr $clk_period * $clk_io_pct] -clock clk0 $non_clock_inputs
set_output_delay [expr $clk_period * $clk_io_pct] -clock clk0 [all_outputs]
--- ./design.v ---
`timescale 1ns / 1ps
module mux_8to1_vector
#(
    parameter VECTOR_LEN=16
)
(
    input a,
    input b,
    input c,
    input [VECTOR_LEN-1:0] d0,
    input [VECTOR_LEN-1:0] d1,
    input [VECTOR_LEN-1:0] d2,
    input [VECTOR_LEN-1:0] d3,
    input [VECTOR_LEN-1:0] d4,
    input [VECTOR_LEN-1:0] d5,
    input [VECTOR_LEN-1:0] d6,
    input [VECTOR_LEN-1:0] d7,
    output reg [VECTOR_LEN-1:0] y
    );
    always @ (a,b,c,d0,d1,d2,d3,d4,d5,d6,d7)
        case({c,b,a})
        3'b000:y=d0;
        3'b001:y=d1;
        3'b010:y=d2;
        3'b011:y=d3;
        3'b100:y=d4;
        3'b101:y=d5;
        3'b110:y=d6;
        3'b111:y=d7;
        endcase
endmodule
--- ./run.sh ---
#!/bin/bash
# OpenROAD 26Q1-2900-gdf79404cd8, Yosys 0.63+post, stock flow scripts
make -C /OpenROAD-flow-scripts/flow DESIGN_CONFIG=/design/flow/config.mk WORK_HOME=/design/flow/orfs finish
==> flow_summary_export.csv <==
group,metric,value,unit
setup_path,cp.required,2720,ps
grt,grt_max_degree,23,
setup_path,worstPathArrival,2560,ps
sta,hold_viol,0,
placed_design,io_buffers,147,
floorplan,core,3690,µm²
finish,flops,0,
grt,grt_pass1_vias,1838,
logic_synthesis,syn_area,1110,µm²
setup_path,critPathCapture,"y[3]",
clock_network,cts_setup_buffers,0,
sta,max_freq,308,MHz
finish,layout_top_cells,"clkdlybuf4s50_1 (146), a22oi_1 (23), nor2_1 (20)",
sta,rsz0062_at_grt,"false",
drt,totalWireLength,6.32,mm
finish,clkbuf_count,0,
finish,layout_top_cell,"clkdlybuf4s50_1",
finish,regArea,0,µm²
placed_design,pre_cts_slack,152,ps
hold_path,holdPathStages,4,
floorplan,io_pins,147,
drt,n_antenna_cell,0,
finish,areaGrowthSynthToFinish,135,%
setup_path,cp_max_fo,22,
finish,fill_cells,304,
logic_synthesis,syn_inst,177,
drt,via_per_inst,4.99,
placed_design,place_hpwl,5.54,mm
drt,drtPass1Iterations,4,
power,leakage,1.01,nW
sta,post-route-period-util,95.4,%
sta,setup_ws,156,ps
job,warnings,33,
drt,drcViolationCount,0,
floorplan,die_width,82,µm
drt,vias,1838,
job,drv_cap,0,
outcome,status,"finished clean",
sta,fin_hold_ws,2180,ps
logic_synthesis,ys_cells,177,
hold_path,holdCritPathClass,"input port to primary output",
floorplan,die_area,6720,µm²
setup_path,cp-startpoint,"a",
setup_path,crit_path_start_kind,"input port",
grt,grt-ovfl-total,0,
sta,setup-violations-final,0,
finish,layout.cells.non_filler,368,
sta,relSlewSlack,81.1,%
sta,fin_tns_setup,0,ps
power,p_per_area,122,nW/µm²
drt,drt-wirelength-per-cell,17.2,µm
floorplan,rows,22,
sta,slew_viol_final,0,
logic_synthesis,synth_cell_type_count,27,
logic_synthesis,synth_chip_area,1110,µm²
sta,period_needed,3240,ps
grt,grt_use_total,17.7,%
logic_synthesis,topCellsByArea,"a22oi_1 (15%), mux2i_1 (13%), nand2b_1 (8.4%)",
logic_synthesis,yosys_warnings,1,
floorplan,fp.dieH,82,µm
grt,antenna_found_initial,0,
power,peakVddDrop,0.0772,mV
clock_network,ctsResizeCount,0,
drt,antenna_left,0,
grt,grt_pass1_wl,9.43,mm
clock_network,ctsHoldBuffers,0,
logic_synthesis,postSynthSeqShare,0,%
setup_path,criticalPathCategory,"input port to primary output",
setup_path,end_kind,"primary output",
logic_synthesis,top_area_cell,"a22oi_1",
placed_design,globalplace.congestion,0.953,
logic_synthesis,yosysTopAreaCellShare,15.5,%
sta,worst_slew_pin_slew,283,ps
drt,first_iter_violations,80,
placed_design,place_inst,368,
finish,drive_gt1_share,6.25,%
logic_synthesis,postSynthAreaPerCell,6.30,µm²
floorplan,initCoreUtil,30.2,%
-- layout make-up --
type,count,area (µm²),area share (%)
inverters,3,11.3,0.429
well taps,48,60.1,2.29
multi-input cells,156,968,36.9
repair buffers,161,1580,60.4
-- cell usage after synthesis (2+ instances only) --
| cell type | n |
|---|---|
| a22o_1 | 4 |
| a221oi_1 | 3 |
| nand2b_1 | 15 |
| nor2b_4 | 2 |
| a21oi_1 | 12 |
| buf_2 | 6 |
| a31oi_1 | 12 |
| o21ai_0 | 13 |
| clkbuf_1 | 2 |
| buf_4 | 4 |
| nor2_1 | 20 |
| nand3_1 | 11 |
| buf_6 | 6 |
| inv_1 | 3 |
| nor2b_1 | 2 |
| mux2i_1 | 15 |
| a22oi_1 | 23 |
| nand2_1 | 15 |
-- logic make-up after synthesis --
| kind of cell | after synthesis | synth area share, % |
|---|---|---|
| multiplexers | 16 | 14.5 |
| AND/OR/NAND/NOR | 72 | 32.9 |
| buffers and inverters | 21 | 13.1 |
| AND-OR/OR-AND | 68 | 39.5 |
-- worst max-delay path: stages --
cell and delay [ps]:
clkdlybuf4s50_1 480, buf_12 190, nor2b_4 140, and2_1 140, buf_4 180, a22oi_1 100, a31oi_1 160, clkdlybuf4s50_1 500
-- routing by layer --
metal  up-vias  GRT usage [%]  share of wire [%]
met1       784           22.1                 41
met5         -              0                  0
met2       105           29.5                 45
met4         0           1.53               0.76
li1        945              -                  -
met3         4           6.39                 13
-- per-stage QoR --
step	total power [mW]	cell area, µm²	util [%]
2_1_floorplan	0.103	1110	-
3_3_place_gp	0.319	2620	71.1
3_5_place_dp	0.321	2620	71.1
4_1_cts	0.323	2620	71.1
5_1_grt	0.347	2620	71.1
6_report	0.319	2620	71.1
-- worst min path at each step --
stage	start	endpoint	slack, ps
global route	b	y[11]	2240
CTS	b	y[11]	2200
finish	b	y[11]	2180
-- where the power goes --
part / internal (mW) / switching (mW)
clock: 0 / 0
sequential: 0 / 0
combinational: 0.227 / 0.0921
total: 0.227 / 0.0921
Power and IR drop assume default switching activity.
