$ cat flow/design.v
`timescale 1ns / 1ps
module mux_2to1_vector
#(
    parameter VECTOR_LEN=16
)
(
    input [VECTOR_LEN-1:0] a,
    input [VECTOR_LEN-1:0] b,
    input sel,
    output reg [VECTOR_LEN-1:0] y
    );
    always @ (a,b,sel)
        case(sel)
            1'b0:y=b;
            1'b1:y=a;
        endcase
endmodule
$ cat flow/run.sh
#!/bin/bash
# OpenROAD 26Q1-2900-gdf79404cd8, Yosys 0.63+post, stock flow scripts
make -C /OpenROAD-flow-scripts/flow DESIGN_CONFIG=/design/flow/config.mk WORK_HOME=/design/flow/orfs finish
$ cat flow/config.mk
export PLATFORM = sky130hd
export DESIGN_NAME = mux_2to1_vector
export DESIGN_NICKNAME = mux_2to1_vector
export VERILOG_FILES = /design/flow/design.v
export SDC_FILE = /design/flow/constraint.sdc
export NUM_CORES = 4
export LEC_CHECK = 1
export CORE_AREA = 10 10 70 70
export DIE_AREA = 0 0 80 80
$ cat flow/constraint.sdc
current_design mux_2to1_vector

set clk_period 1.0
set clk_io_pct 0.2

create_clock -name clk0 -period $clk_period

set non_clock_inputs [all_inputs -no_clocks]
set_input_delay [expr $clk_period * $clk_io_pct] -clock clk0 $non_clock_inputs
set_output_delay [expr $clk_period * $clk_io_pct] -clock clk0 [all_outputs]
==> summary.txt <==
run results: post-synthesis cell type with the largest instance count mux2_4, residual DRC count 0, worst path cell trace buf_12 > buf_12 > mux2_4 > buf_6, overall routing resource usage under 10%, Post-synth top cells 10 x mux2_4, 6 x mux2_2, 1 x buf_12, 1 x buf_6, Synth area leader mux2_4, first-pass GRT wire length 2.12 mm, Syn. warnings 1, clock buf count 0, dpl hpwl 1.17 mm, die height around 80 um, Worst setup SP type input port, Largest cells by area mux2_4 60%, mux2_2 27%, buf_12 8.0%, port bufs roughly 49, critical path data required time around 800 ps, minimum clock period roughly 1100 ps, Yosys cell types 4, fin area 782 um^2, FF/Latch Area 0 um^2, Max-slew headroom 95.3%, Setup Crit Path Kind input port to primary output, worst vdd ir 0.117 mV, vias 354, First-pass DRT Iterations 2, Worst Hold Path Cells 3, GR Overflow Total 0, worst-margin pin slew 70.8 ps, fin crit share 106%, Via density between 3 and 4, GP Congestion 0.838, Final WS setup -55.4 ps, io pins between 40 and 50, Flops 0, failing checks setup timing, synth-to-layout area growth 214%, synthesized area around 250 um^2, Seq share, synth 0%, status complete, but fails checks, number of antenna violations at the first check in global routing 0, hold slack final roughly 800 ps, die width 80 um, fmax ~0.95 GHz, slowest stage cell, crit path mux2_4, Most common cell on crit path buf_12, Post-CTS Hold Buffers 0, cell family with most CP delay buffers and inverters, Syn Inst Count 18, Critical Path Sink Type primary output, # rows 21, PD cells between 300 and 400 nW/um^2, setup violators final 16, pin count of the biggest net entering global routing 9, fp_density 7.29%, RSZ-0062 raised after global routing yes, share of cells above drive strength 1 52.2%, Avg Cell Area, Syn approximately 14 um^2, Total Power roughly 290 uW, Worst path depth 4, WL/cell between 10 and 15 um, Core ar. roughly 3400 um^2, drt initial violations 1, CP max stage delay approximately 300 ps, crit path DAT roughly 860 ps, cells in synth_stat.txt 18, Leak 0.413 nW, DP Area between 700 and 800 um^2, Yosys chip area 249 um^2, Antenna diodes 0, Fin Setup TNS -772 ps, MaxCap Viol Count 0, total die area roughly 6400 um^2, vias in the first global route ~440, Final ANT Viol Nets 0, Hold Fails Final Rpt 0, crit path max fanout 8, Top-area cell share roughly three fifths, Hold Path Class input port to primary output, CP bufs+invs 3, max-slew violations 0, Routed WL ~1.4 mm, count of tool warnings 34, final core occ about 23%
## through the flow
stage               setup slack (ps)  instances
CTS                            -59.5        113
finish                         -55.4        113
detailed placement              -842        112
global route                   -74.2        113
global placement                -844        112
floorplan                       72.5         18
## layout make-up
class,count,area [um^2]
repair buffers,51,484
well taps,46,57.6
multi-input cells,16,240
fillers,388,2630
## cells in the final DEF (no fill, tap or decap)
| cell | n |
|---|---|
| buf_6 | 9 |
| buf_2 | 7 |
| mux2_4 | 16 |
| buf_16 | 1 |
| buf_12 | 2 |
| dlygate4sd2_1 | 32 |
## routing by layer
metal	vias up	routed length, um	share of wire (%)	track usage, %
met5	-	0	0	0
met4	0	0	0	0
met3	0	346	25	3.52
met2	49	317	23	4.41
met1	138	721	52	5.93
li1	167	-	-	-
## logic make-up (layout without fill, tap and decap cells)
logic type,count (synthesis),count (layout),share of synthesized area [%]
buffers and inverters,2,51,12.6
multiplexers,16,16,87.4
## report_power, final
part           internal (mW)  switching (mW)  leakage (nW)
sequential                 0               0             0
combinational          0.226          0.0640         0.413
clock                      0               0             0
## what timing repair did
action / CTS / global route
endpoints found under the setup margin: 16 / 16
hold endpoints to repair: 0 / 0
buffers inserted: 0 / 0
resized: 100 / 5
cloned: 1 / 0
## path summary, 6_finish.rpt
| path | startpoint | end | slack (ps) |
|---|---|---|---|
| worst max-delay path | sel | y[13] | -60 |
| worst min-delay path | a[7] | y[7] | 800 |
Power is estimated from default activity; no workload was simulated.
